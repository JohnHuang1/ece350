$ cat design/flow/run.sh
#!/bin/bash
# OpenROAD 26Q1-2900-gdf79404cd8, Yosys 0.63+post, stock flow scripts
make -C /OpenROAD-flow-scripts/flow DESIGN_CONFIG=/design/flow/config.mk WORK_HOME=/design/flow/orfs finish
$ cat design/flow/config.mk
export PLATFORM = sky130hd
export DESIGN_NAME = counter_mod64
export DESIGN_NICKNAME = counter_mod64
export VERILOG_FILES = /design/flow/design.v
export SDC_FILE = /design/flow/constraint.sdc
export NUM_CORES = 4
export LEC_CHECK = 1
export CORE_AREA = 10 10 70 70
export DIE_AREA = 0 0 80 80
$ cat design/flow/constraint.sdc
current_design counter_mod64

set clk_period 1.5
set clk_io_pct 0.2

create_clock -name clk0 -period $clk_period [get_ports {clock}]

set non_clock_inputs [all_inputs -no_clocks]
set_input_delay [expr $clk_period * $clk_io_pct] -clock clk0 $non_clock_inputs
set_output_delay [expr $clk_period * $clk_io_pct] -clock clk0 [all_outputs]
$ cat design/flow/design.v
module counter_mod64 (
    input clock, reset, enable,
    output [5:0] q
);
    wire [7:0] tff_in = {q, 2'b11};
    genvar i;
    generate 
        for(i = 0; i < 6; i = i + 1) begin
            wire toggle = &tff_in[i + 1:0];
            tff tff1(.T(toggle), .clock(clock), .en(enable), .clr(reset), .q(q[i]));
        end
    endgenerate
endmodule
module tff(
    input T, clock, en, clr,
    output q, qn
);
    assign qn = ~q;
    wire dff_d;
    assign dff_d = (T && qn) || (~T && q);
    dffe_ref dff(.d(dff_d), .clk(clock), .q(q), .en(en), .clr(clr));
endmodule
module dffe_ref (q, d, clk, en, clr);
   input d, clk, en, clr;
   wire clr;
   output q;
   reg q;
   initial
   begin
       q = 1'b0;
   end
   always @(posedge clk or posedge clr) begin
       if (clr) begin
           q <= 1'b0;
       end else if (en) begin
           q <= d;
       end
   end
endmodule
==> flow_summary.toml <==
# yosys + openroad results
[run_status]
outcome = "completed"

[global_routing]
grt_usage_pct = 1.79
met2_usage_pct = 2.81
grt_use_met3_pct = 0.682
grt_busiest_layer = "met2"
grt_max_degree = 7
grt_pass1_vias = 180
grt_pass1_wl_um = 931
antenna_found_initial = 0
overflow = 0
grt_util_met1_pct = 2.01

[clock_tree]
cts_root_buffer = "clkbuf_4"
cts_tree = "built"
numCtsBuffers = 3
cts_sinks = 6
hold_buffers = 0
clk_pin_slew_worst_paths_ns = 0.04
clock_latency_ns = 0.24
htreeDepth = 1
clk_path_buf_depth = 2

[worst_setup_path]
r2r_cells = 4
r2r-end = "genblk1[4].tff1.dff.q"
crit_path_max_fanout = 2
critPathBufInv = 2
end_kind = "output pin"
path_cells = "buf_6 -> clkdlybuf4s50_1"
cp.required_ns = 1.20
worstSetupPathType = "flop to output pin"
r2r_slack_ns = 0.06
cp_slowest_cell = "clkdlybuf4s50_1"
critical-path-max-stage-delay_ns = 0.45
startpoint_type = "flop"
path_delay_family = "buffers and inverters"
arrival_ns = 1.15
timing.rr.start = "genblk1[0].tff1.dff.q"

[sta]
max_slew_margin_pct = 78.5
setup_violations = 0
worst_pin_slew_ns = 0.321
hold_viol_final = 0
setup-tns-final_ns = 0
final.setup_skew_ns = 0.00163
timing.final.crit_period_ns = 1.45
slew_viol_final = 0
fmax_ghz = 0.691
finalClockPeriodUsage_pct = 96.5
hold_slack_ns = 0.274

[synth]
ys_area_um2 = 333
syn_area_um2 = 333
synth-seq-cells = 6
yosys_cells = 26
synth_cells = 26
ys_seq_share_pct = 45.1
synth_cell_type_count = 10
syn_area_per_cell_um2 = 12.8
ys_warn_count = 1

[floorplan]
num_rows = 21
num_io_pins = 9
die_h_um = 80
die_x_um = 80
die_area_um2 = 6400
core_um2 = 3420
initCoreUtil_pct = 9.74

[detailed_routing]
drc_errors = 0
routedWlPerCell_um = 7.82
routed_via_density = 2.42
num_vias = 189
dr.pass1.iters = 2
drtAntennaViolNets = 0
antenna_cells_inserted = 0
drt-total-wl_um = 610
drt_iter0_markers = 1

[finish]
largest_reg_flops = 6
fin_cells = 78
drive_gt1_share_pct = 25.0
top_register = "genblk1.tff1.dff.q"
reg_top3 = "genblk1.tff1.dff.q x6"
area_delta_synth_final_pct = 36.8

[worst_hold_path]
worstHoldPathType = "primary input to asynchronous set/reset pin"

[place]
dp_cells = 74
hpwlAfterDp_um = 505
numPortBuffers = 8
place.gp.congestion = 0.648

[run]
warnings = 25
drv_cap = 0

[power_and_ir_drop]
p_leak_nw = 0.199
cellPowerDensity_nw_per_um2 = 1910
ir_worst_vdd_mv = 0.293
## how the worst max path moves through the flow
| stage | cells past startpoint | from | end | slack, ns |
|---|---|---|---|---|
| after global routing | 2 | genblk1[0].tff1.dff.q | q[0] | -0.002 |
| final | 2 | genblk1[0].tff1.dff.q | q[0] | 0.05 |
| after CTS | 2 | genblk1[0].tff1.dff.q | q[0] | 0.03 |
## placed cells by master, fill, tap and decap left out, drive strengths merged
| master | Yosys | final |
|---|---|---|
| xnor2 | 2 | 2 |
| ha | 3 | 3 |
| dfrtp | 6 | 6 |
| buf | 7 | 2 |
| xor2 | 1 | 1 |
| nand2 | 2 | 2 |
| mux2 | 3 | 3 |
| clkdlybuf4s50 | 0 | 8 |
| and3 | 1 | 1 |
| inv | 1 | 1 |
| clkbuf | 0 | 3 |
## repair_timing
| item | 4_1_cts | 5_1_grt |
|---|---|---|
| resized | 0 | 1 |
| setup buffers | 0 | 1 |
| setup endpoints to repair | 0 | 1 |
## cells by family after synthesis
group	Yosys count	share of synthesized area, %
xor+xnor	3	7.90
fa+ha+maj	3	11.3
buf+inv	8	18.0
flops	6	45.1
mux	3	13.5
simple gates	3	4.14
## metal layers
layer	wire length [µm]	up-vias
met2	316	7
met1	218	89
li1	-	91
met5	0	-
met4	19	0
met3	56	2
## through the flow
stage          power [mW]  setup WS (ns)  cell area [µm²]  utilization (%)
4_1_cts             0.865         0.0297              444             13.0
5_1_grt             0.950       -0.00194              455             13.3
2_1_floorplan       0.575          0.111              333                -
3_5_place_dp        0.713         0.0707              422             12.3
3_3_place_gp        0.691         0.0982              422             12.3
6_report            0.868         0.0522              455             13.3
## final cells by class
| class | instances | area (µm²) |
|---|---|---|
| multi-input cells | 12 | 123 |
| clock buffers | 3 | 22.5 |
| repair buffers | 10 | 98.8 |
| fillers | 395 | 2960 |
| inverters | 1 | 3.75 |
| well taps | 46 | 57.6 |
| flip-flops and latches | 6 | 150 |
## synthesized netlist by cell type, drive strengths merged
| library cell | instances | share of area (%) |
|---|---|---|
| and3 | 1 | 1.9 |
| mux2 | 3 | 14 |
| ha | 3 | 11 |
| nand2 | 2 | 2.3 |
| inv | 1 | 1.1 |
| xnor2 | 2 | 5.3 |
| buf | 7 | 17 |
| dfrtp | 6 | 45 |
| xor2 | 1 | 2.6 |
## report_power, final
part | internal, mW | switching (mW) | total, mW
clock network | 0.0904 | 0.0563 | 0.147
registers | 0.247 | 0.0706 | 0.318
logic | 0.311 | 0.0934 | 0.404
Power is estimated from default activity; no workload was simulated.
