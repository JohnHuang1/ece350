--- flow/run.sh ---
#!/bin/bash
# OpenROAD 26Q1-2900-gdf79404cd8, Yosys 0.63+post, stock flow scripts
make -C /OpenROAD-flow-scripts/flow DESIGN_CONFIG=/design/flow/config.mk WORK_HOME=/design/flow/orfs finish
--- flow/config.mk ---
export PLATFORM = sky130hd
export DESIGN_NAME = comparator_8bit
export DESIGN_NICKNAME = comparator_8bit
export VERILOG_FILES = /design/flow/design.v
export SDC_FILE = /design/flow/constraint.sdc
export NUM_CORES = 4
export LEC_CHECK = 1
export CORE_AREA = 10 10 70 70
export DIE_AREA = 0 0 80 80
--- flow/constraint.sdc ---
current_design comparator_8bit

set clk_period 1.5
set clk_io_pct 0.2

create_clock -name clk0 -period $clk_period

set non_clock_inputs [all_inputs -no_clocks]
set_input_delay [expr $clk_period * $clk_io_pct] -clock clk0 $non_clock_inputs
set_output_delay [expr $clk_period * $clk_io_pct] -clock clk0 [all_outputs]
--- flow/design.v ---
module mux_2 (
    out, select, in0, in1
);
    input select;
    input [31:0] in0, in1;
    output [31:0] out;
    assign out = select ? in1 : in0;
endmodule
module mux_4(out, select, in0, in1, in2, in3);
    input [1:0] select;
    input [31:0] in0, in1, in2, in3;
    output [31:0] out;
    wire [31:0] w1, w2;
    mux_2 m11(w1, select[0], in0, in1);
    mux_2 m12(w2, select[0], in2, in3);
    mux_2 m21(out, select[1], w1, w2);
endmodule
module mux_8(out, select, in0, in1, in2, in3, in4, in5, in6, in7);
    input [2:0] select;
    input [31:0] in0, in1, in2, in3, in4, in5, in6, in7;
    output [31:0] out;
    wire [31:0] w1, w2;
    mux_4 m11(w1, select[1:0], in0, in1, in2, in3);
    mux_4 m12(w2, select[1:0], in4, in5, in6, in7);
    mux_2 m21(out, select[2], w1, w2);
endmodule
module comparator_2bit (
    input[1:0] A, B,
    input eqp, gtp,
    output eq, gt
);
    wire [2:0] select = {A[1], A[0], B[1]};
    wire b0n;
    not b0not(b0n, B[0]);
    wire eqm;
    mux_8 eq_mux(.out(eqm), .select(select), 
        .in0(b0n), .in1(1'b0), .in2(B[0]), .in3(1'b0),
        .in4(1'b0), .in5(b0n), .in6(1'b0), .in7(B[0]));
    and eq_and(eq, eqm, eqp);
    wire gtm;
    mux_8 gt_mux(.out(gtm), .select(select), 
    .in0(1'b0), .in1(1'b0), .in2(b0n), .in3(1'b0),
    .in4(1'b1), .in5(1'b0), .in6(1'b1), .in7(b0n));
    wire eqp_and_gtm;
    and eqp_gtm_and(eqp_and_gtm, eqp, gtm);
    or gt_or(gt, gtp, eqp_and_gtm);
endmodule
module comparator_8bit (
    input [7:0] A, B,
    input eqp, gtp,
    output eq, gt
);
    wire eq1, gt1;
    comparator_2bit comp1(.eq(eq1), .gt(gt1), .eqp(eqp), .gtp(gtp), .A(A[7:6]), .B(B[7:6]));
    wire eq2, gt2;
    comparator_2bit comp2(.eq(eq2), .gt(gt2), .eqp(eq1), .gtp(gt1), .A(A[5:4]), .B(B[5:4]));
    wire eq3, gt3;
    comparator_2bit comp3(.eq(eq3), .gt(gt3), .eqp(eq2), .gtp(gt2), .A(A[3:2]), .B(B[3:2]));
    comparator_2bit comp4(.eq(eq), .gt(gt), .eqp(eq3), .gtp(gt3), .A(A[1:0]), .B(B[1:0]));
endmodule
==> results.txt <==
Figures from the flow reports.

Logic synthesis:
- After synthesis, the chip area reported by Yosys is 205 µm².
- The run gives the count of synthesis-stage warnings from yosys as 8.
- The run gives the sequential fraction of the synthesis area as 0%.
- The run puts the netlist area before placement at ~200 µm².
- The run puts the number of different library cells in the post-synthesis netlist at 18.
- The run puts the yosys stat cell total at 28.
- The run gives the post-synthesis cell count as 28.
- The run puts the synthesized area per cell at between 7 and 8 µm².

Final layout:
- By instance count after routing, the leading logic cell types are 6 x sky130_fd_sc_hd__dlygate4sd2_1, 6 x sky130_fd_sc_hd__buf_4, 5 x sky130_fd_sc_hd__buf_2, 5 x sky130_fd_sc_hd__buf_6, 4 x sky130_fd_sc_hd__nor2b_4.
- The run gives the area of all placed cells without fillers as 651 µm².
- The run puts the number of clock buffer instances in the layout at 0.
- The run puts the synthesis-to-layout area growth at 217%.
- The run puts the area used by sequential logic in the layout at 0 µm².
- The run puts the total number of sequential cells at 0.
- The run gives the post-route core utilization as between 10% and 20%.
- The run gives the proportion of layout cells with a drive suffix above 1 as 64.9%.
- Leaving out filler cells and counting taps, the final layout contains 103.

Worst setup path:
- The worst setup path is launched from a primary input.
- The run gives the capturing element type of the critical path as an output pin.
- The run gives the critical path required time as 1.20 ns.
- The kind of cell with the highest combined delay along the critical path is AND-OR/OR-AND gates.
- The run gives the number of buffer and inverter instances along the worst setup path as 2.
- The run gives the slowest stage cell on the critical path as sky130_fd_sc_hd__maj3_2.
- Along the worst path, the maximum fanout reaches 2.
- The critical path goes through buf_8 > nor2b_4 > maj3_2 > a221oi_2 > o21ai_1 > buf_2.
- For this run, the slowest stage of the critical path takes 0.29 ns.
- The run puts the worst endpoint data arrival time at 1.28 ns.
- The run gives the category of the most critical setup path as in2out.

Placement:
- The number of placed instances, taps included, is 101.
- Buffers placed on the I/O ports in this run total 20.
- The run gives the total placed instance area as 515 µm².
- The run puts the routability congestion estimate from global placement at 0.737.
- The run puts the placed wire-length estimate at approximately 840 µm.

Global route:
- Entering global routing, the biggest net connects 4 pins.
- The run gives the first-pass GRT wire length as 1.43 mm.
- The run gives the initial antenna violation count as 0.
- The run gives the combined global-route utilization of all metal layers as 2.70%.
- The run gives the via count of the first global-routing pass as 329.
- The run puts the global-route congestion overflow total at 0.

Timing:
- Hold-check failures listed in the final report amount to 0.
- The run gives the final worst-path setup slack as -0.0773 ns.
- Setup repair after global routing could not meet its margin everywhere.
- The run puts the actual transition at the worst max-transition pin at about 0.25 ns.
- The run puts the fmax at approximately 630 MHz.
- The tightest hold path in the finished design has a slack of 1.01 ns.
- The run gives the worst slew margin relative to its limit as between 80% and 90%.
- For this run, the final setup violation count is recorded as 2.
- The run gives the setup TNS as -0.149 ns.
- The run gives the clock period minus final worst setup slack as 1.58 ns.
- The run gives the ratio of final minimum period to clock period as 105%.
- The run gives the final count of pins violating max slew as 0.

Power:
- The run gives the highest ir drop seen on vdd as around 0.036 mV.
- For this design the ratio of total power to cell area is 248 nW/µm².
- The run puts the leakage component of the power at ~0.28 nW.

Status:
- The run finished, with violations left.
- The checks that failed: setup timing.

Die:
- In this run the vertical extent of the chip is 80 µm.
- The floorplan step defined a die boundary enclosing 6400 µm².
- The run gives the width of the chip as around 80 µm.
- The region available for standard cell placement spans 3420 µm².
- The run puts the pre-placement core utilization at 6.01%.
- The run gives the I/O pin count as 20.
- Row generation in the floorplan step produced 21 rows.

Drt:
- The detailed router reports a met2 wire length of roughly 540 µm.
- In the detailed route, the total length drawn on met3 is 103 µm.
- The run puts the total iterations of the first detailed-routing run at 2.
- Wires add up to 995 µm.
- Detailed-route iteration 0 reported a violation count of 1.
- The run puts the number of inserted diodes at 0.
- The run gives the via count normalized by instance count as roughly 3.
- The post-route report lists met1 wire length as 349 µm.
- The run puts the via count at 312.
- The run gives the highest layer used for signal routing as met3.
- TritonRoute output was used to compute an average wire per cell of 9.66 µm.
- The run gives the number of nets with antenna violations after detailed routing as 0.
- The run gives the final routed DRC violation total as 0.

Run:
- The run reported a max-capacitance violation count of 0.
- The run puts the number of warnings the tools reported at 34.

Clocking:
- The run puts the count of hold buffers inserted by post-cts repair at 0.

Worst hold path:
- The run gives the class of the most critical hold timing path as in2out.
synth_stat cells:
master	instances	area [µm²]
sky130_fd_sc_hd__nor2b_1	4	25.0
sky130_fd_sc_hd__xnor2_1	4	35.0
sky130_fd_sc_hd__inv_1	3	11.3
sky130_fd_sc_hd__nand2b_1	3	18.8
sky130_fd_sc_hd__a211oi_1	1	7.51
sky130_fd_sc_hd__a21oi_1	1	5.00
sky130_fd_sc_hd__a221oi_2	1	15.0
sky130_fd_sc_hd__and3_2	1	7.51
sky130_fd_sc_hd__clkinv_1	1	3.75
sky130_fd_sc_hd__maj3_1	1	10.0
sky130_fd_sc_hd__maj3_2	1	11.3
sky130_fd_sc_hd__nand3_1	1	5.00
sky130_fd_sc_hd__nor2_1	1	3.75
sky130_fd_sc_hd__nor4_2	1	12.5
sky130_fd_sc_hd__o2111ai_2	1	15.0
sky130_fd_sc_hd__o21ai_0	1	5.00
sky130_fd_sc_hd__o21ai_1	1	5.00
sky130_fd_sc_hd__o311ai_0	1	8.76
routing by layer:
layer | up-vias | GRT usage [%]
met5 | - | 0
met4 | 0 | 0
met3 | 0 | 1.02
met2 | 9 | 5.14
met1 | 144 | 2.90
li1 | 159 | -
power breakdown:
part           total, W  internal [W]  switching [W]  leakage [nW]
Combinational  0.000161      0.000101      0.0000604         0.276
Sequential            0             0              0             0
Clock                 0             0              0             0
cell type report:
type,instances,area (µm²)
Timing Repair Buffer,29,259
Fill cell,379,2770
Inverter,4,16.3
Tap cell,46,57.6
Multi-Input combinational cell,24,318
logic make-up (layout without fill, tap and decap cells):
family | after synthesis | in the layout | share of synthesized area (%)
compound gates | 7 | 7 | 29.9
buf+inv | 4 | 33 | 7.31
fa+ha+maj | 2 | 2 | 10.4
xor+xnor | 4 | 4 | 17.1
simple gates | 11 | 11 | 35.4
through the flow:
step | worst slack [ns] | power (W)
2_1_floorplan | 0.178 | 0.0000403
3_3_place_gp | -0.847 | 0.000118
3_5_place_dp | -0.881 | 0.000118
4_1_cts | -0.0936 | 0.000139
5_1_grt | -0.169 | 0.000174
6_report | -0.0773 | 0.000161
repair_timing:
item	4_1_cts	5_1_grt
setup buffers	2	0
endpoints found under the setup margin	2	2
resized	74	13
pin swaps	13	9
path summary, 6_finish.rpt:
check	slack [ns]	cells after the start	endpoint	from
worst min-delay path	1.01	5	eq	A[4]
worst max-delay path	-0.08	6	gt	A[6]
No activity file was given, so power comes from the tool's default toggle rates.
